==> design.v <==
package globals_pkg;
	localparam int FRAME_WIDTH  = 720;
	localparam int FRAME_HEIGHT = 540;
	localparam int BYTE_WIDTH = 8;
	localparam int SAFE_BYTE_WIDTH = BYTE_WIDTH + 4;
	localparam int RGB_WIDTH = 3 * BYTE_WIDTH;
	localparam int BOX_DIM = 3;
	localparam int FIFO_DEPTH = 32;
	typedef logic [ BYTE_WIDTH-1:0 ] box_t [ 0:BOX_DIM-1 ] [ 0:BOX_DIM-1 ];
endpackage: globals_pkg
package complex_pkg;
	localparam int
		RE = 0,
		IM = 1;
endpackage: complex_pkg
package globals_pkg;
	localparam DWIDTH = 32;
	localparam int N = 32;
	localparam FIFO_DEPTH = 16;
	function automatic void printtime();
		$write( "\n@%0t\t", $time );
	endfunction
endpackage: globals_pkg
package globals_pkg;
	localparam int DWIDTH = 32;
	localparam int FRACWIDTH = 14;
	localparam int INPUT_SZ = 784;
	localparam int L0_SZ = 10;
	localparam int L1_SZ = 10;
endpackage: globals_pkg
package globals_pkg;
	localparam int DWIDTH = 32;
	localparam int FRAC_WIDTH = 10;
	localparam int Q_STEP = 1<<FRAC_WIDTH;
endpackage: globals_pkg
module udpreader
(
	input logic clock, 
	input logic reset,
	input logic in_empty,
	input logic [ 9:0 ] in_out,
	input logic out_full,
	output logic in_re,
	output logic out_we,
	output logic [ 9:0 ] out_in,
	output logic done,
	output logic sum_true
);
	localparam PCAP_HEADER_BYTES      = 24;
	localparam PCAP_DATA_HEADER_BYTES = 16;
	localparam ETH_DST_ADDR_BYTES     = 6;
	localparam ETH_SRC_ADDR_BYTES     = 6;
	localparam ETH_PROTOCOL_BYTES     = 2;
	localparam IP_VERSION_BYTES       = 1;
	localparam IP_HEADER_BYTES        = 1;
	localparam IP_TYPE_BYTES          = 1;
	localparam IP_LENGTH_BYTES        = 2;
	localparam IP_ID_BYTES            = 2;
	localparam IP_FLAG_BYTES          = 2;
	localparam IP_TIME_BYTES          = 1;
	localparam IP_PROTOCOL_BYTES      = 1;
	localparam IP_CHECKSUM_BYTES      = 2;
	localparam IP_SRC_ADDR_BYTES      = 4;
	localparam IP_DST_ADDR_BYTES      = 4;
	localparam UDP_DST_PORT_BYTES     = 2;
	localparam UDP_SRC_PORT_BYTES     = 2;
	localparam UDP_LENGTH_BYTES       = 2;
	localparam UDP_CHECKSUM_BYTES     = 2;
	localparam IP_PROTOCOL_DEF        = 'h0800;
	localparam IP_VERSION_DEF         = 'h4;
	localparam IP_HEADER_LENGTH_DEF   = 'h5;
	localparam IP_TYPE_DEF            = 'h0;
	localparam IP_FLAGS_DEF           = 'h4;
	localparam TIME_TO_LIVE           = 'he;
	localparam UDP_PROTOCOL_DEF       = 'h11;
	localparam SOF_BIT = 8;
	localparam EOF_BIT = 9;
	typedef enum logic [ 5:0 ]
	{
		S_PCAP_HDR, S_PCAP_DATA_HDR,
		S_ETH_DST, S_ETH_SRC, S_ETH_PROT,
		S_IP_VER, S_IP_HDR, S_IP_TYPE, S_IP_LEN, S_IP_ID,
		S_IP_FLAG, S_IP_TIME, S_IP_PROT, S_IP_SUM, S_IP_SRC, S_IP_DST,
		S_UDP_DST, S_UDP_SRC, S_UDP_LEN, S_UDP_SUM, S_UDP_DATA,
		S_VERIFY_SUM
	} state_t;
	typedef enum logic { FALSE = 1'b0, TRUE = 1'b1 } bool_t;
	logic [ 7:0 ] in_dout;
	state_t state, state_c;
	bool_t sum_state, sum_state_c;
	logic [ 31:0 ]
		sum, sum_c;
	logic [ 15:0 ]
		ref_sum, ref_sum_c;
	logic [ 31:0 ] i, i_c;
	logic [ 7:0 ] bytebuf, bytebuf_c;
	logic [ 31:0 ] udp_data_len, udp_data_len_c;
	logic done_c, sum_true_c;
	always_ff @ ( posedge clock, posedge reset )
	begin
		if ( reset )
		begin
			state <= S_PCAP_HDR;
			sum <= 32'h0;
			ref_sum <= 16'h0;
			sum_state <= FALSE;
			i <= 32'h0;
			bytebuf <= 8'h0;
			udp_data_len <= 32'd0;
			done <= 1'b0;
			sum_true <= 1'b0;
		end
		else
		begin
			state <= state_c;
			sum <= sum_c;
			ref_sum <= ref_sum_c;
			sum_state <= sum_state_c;
			i <= i_c;
			bytebuf <= bytebuf_c;
			udp_data_len <= udp_data_len_c;
			done <= done_c;
			sum_true <= sum_true_c;
		end
	end
	always_comb
	begin
		in_dout = in_out[ 7:0 ];
		state_c = state;
		sum_c = sum;
		ref_sum_c = ref_sum;
		sum_state_c = sum_state;
		i_c = i;
		bytebuf_c = bytebuf;
		udp_data_len_c = udp_data_len;
		in_re = 1'b0;
		out_we = 1'b0;
		out_in = 10'h0;
		done_c = done;
		sum_true_c = sum_true;
		if ( sum_state & ~in_empty )
		begin
			bytebuf_c = in_dout;
			if ( i[0] )
			begin
				sum_c = sum + 16'( { 8'( bytebuf ), 8'( in_dout ) } );
			end
		end
		if ( ( ~out_full ) & in_out[EOF_BIT] )
		begin
			out_in = in_out;
			out_we = 1'b1;
		end
		case ( state )
			S_PCAP_HDR:
			begin
				if ( ~in_empty )
				begin
					in_re = 1'b1;
					i_c = i + 1'h1;
					if ( PCAP_HEADER_BYTES == i_c )
					begin
						state_c = S_PCAP_DATA_HDR;
						sum_state_c = FALSE;
						i_c = 1'h0;
					end
				end
			end
			S_PCAP_DATA_HDR:
			begin
				sum_c = 32'h0;
				ref_sum_c = 16'h0;
				done_c = 1'b0;
				sum_true_c = 1'b0;
				udp_data_len_c = 32'h0;
				if ( ~in_empty )
				begin
					in_re = 1'b1;
					i_c = i + 1'h1;
					if ( PCAP_DATA_HEADER_BYTES == i_c )
					begin
						state_c = S_ETH_DST;
						sum_state_c = FALSE;
						i_c = 1'h0;
					end
				end
			end
			S_ETH_DST:
			begin
				if ( ~in_empty )
				begin
					in_re = 1'b1;
					i_c = i + 1'h1;
					if ( i_c == ETH_DST_ADDR_BYTES )
					begin
						state_c = S_ETH_SRC;
						sum_state_c = FALSE;
						i_c = 1'h0;
					end
				end
			end
			S_ETH_SRC:
			begin
				if ( ~in_empty )
				begin
					in_re = 1'b1;
					i_c = i + 1'h1;
					if ( i_c == ETH_SRC_ADDR_BYTES )
					begin
						state_c = S_ETH_PROT;
						sum_state_c = FALSE;
						i_c = 1'h0;
					end
				end
			end
			S_ETH_PROT:
			begin
				if ( ~in_empty )
				begin
					in_re = 1'b1;
					i_c = i + 1'h1;
					bytebuf_c = in_dout;
					if (
						( 1'h1 == i ) 
						& ( IP_PROTOCOL_DEF != 16'( { 8'(bytebuf), 8'(in_dout) } ) )
					)
					begin
						state_c = S_PCAP_DATA_HDR;
						sum_state_c = FALSE;
						i_c = 1'h0;
					end
					if ( ETH_PROTOCOL_BYTES == i_c )
					begin
						state_c = S_IP_VER;
						sum_state_c = FALSE;
						i_c = 1'h0;
					end
				end
			end
			S_IP_VER:
			begin
				if ( ~in_empty )
				begin
					in_re = 1'b1;
					i_c = i + 1'h1;
					if (
						( 1'h0 == i ) 
						& ( IP_VERSION_DEF != (in_dout >> 4) )
					)
					begin
						state_c = S_PCAP_DATA_HDR;
						sum_state_c = FALSE;
						i_c = 1'h0;
					end
					if ( IP_VERSION_BYTES == i_c )
					begin
						state_c = S_IP_HDR;
						sum_state_c = FALSE;
						i_c = 1'h0;
					end
				end
			end
			S_IP_HDR:
			begin
				state_c = S_IP_TYPE;
				sum_state_c = FALSE;
				i_c = 1'h0;
			end
			S_IP_TYPE:		
			begin
				if ( ~in_empty )
				begin
					in_re = 1'b1;
					i_c = i + 1'h1;
					if ( IP_TYPE_BYTES == i_c )
					begin
						state_c = S_IP_LEN;
						sum_state_c = TRUE;
						i_c = 1'h0;
					end
				end
			end
			S_IP_LEN:
			begin
				if ( ~in_empty )
				begin
					in_re = 1'b1;
					i_c = i + 1'h1;
					if ( i[0] )
					begin
						sum_c = sum_c - 'd20;
					end
					if ( IP_LENGTH_BYTES == i_c )
					begin
						state_c = S_IP_ID;
						sum_state_c = FALSE;
						i_c = 1'h0;
					end
				end
			end
			S_IP_ID:
			begin
				if ( ~in_empty )
				begin
					in_re = 1'b1;
					i_c = i + 1'h1;
					if ( IP_ID_BYTES == i_c )
					begin
						state_c = S_IP_FLAG;
						sum_state_c = FALSE;
						i_c = 1'h0;
					end
				end
			end
			S_IP_FLAG:
			begin
				if ( ~in_empty )
				begin
					in_re = 1'b1;
					i_c = i + 1'h1;
					if ( IP_FLAG_BYTES == i_c )
					begin
						state_c = S_IP_TIME;
						sum_state_c = FALSE;
						i_c = 1'h0;
					end
				end
			end
			S_IP_TIME:
			begin
				if ( ~in_empty )
				begin
					in_re = 1'b1;
					i_c = i + 1'h1;
					if ( IP_TIME_BYTES == i_c )
					begin
						state_c = S_IP_PROT;
						sum_state_c = FALSE;
						i_c = 1'h0;
					end
				end
			end
			S_IP_PROT:
			begin
				if ( ~in_empty )
				begin
					in_re = 1'b1;
					i_c = i + 1'h1;
					if ( 1'h1 == i_c )
					begin
						sum_c = sum + 8'( in_dout );
						if ( UDP_PROTOCOL_DEF != in_dout )
						begin
							state_c = S_PCAP_DATA_HDR;
							sum_state_c = FALSE;
							i_c = 1'h0;
						end
					end
					if ( IP_PROTOCOL_BYTES == i_c )
					begin
						state_c = S_IP_SUM;
						sum_state_c = FALSE;
						i_c = 1'h0;
					end
				end
			end
			S_IP_SUM:
			begin
				if ( ~in_empty )
				begin
					in_re = 1'b1;
					i_c = i + 1'h1;
					if ( IP_CHECKSUM_BYTES == i_c )
					begin
						state_c = S_IP_SRC;
						sum_state_c = TRUE;
						i_c = 1'h0;
					end
				end
			end
			S_IP_SRC:
			begin
				if ( ~in_empty )
				begin
					in_re = 1'b1;
					i_c = i + 1'h1;
					if ( IP_SRC_ADDR_BYTES == i_c )
					begin
						state_c = S_IP_DST;
						sum_state_c = TRUE;
						i_c = 1'h0;
					end
				end
			end
			S_IP_DST:
			begin
				if ( ~in_empty )
				begin
					in_re = 1'b1;
					i_c = i + 1'h1;
					if ( IP_DST_ADDR_BYTES == i_c )
					begin
						state_c = S_UDP_DST;
						sum_state_c = TRUE;
						i_c = 1'h0;
					end
				end
			end
			S_UDP_DST:
			begin
				if ( ~in_empty )
				begin
					in_re = 1'b1;
					i_c = i + 1'h1;
					if ( UDP_DST_PORT_BYTES == i_c )
					begin
						state_c = S_UDP_SRC;
						sum_state_c = TRUE;
						i_c = 1'h0;
					end
				end
			end
			S_UDP_SRC:
			begin
				if ( ~in_empty )
				begin
					in_re = 1'b1;
					i_c = i + 1'h1;
					if ( UDP_SRC_PORT_BYTES == i_c )
					begin
						state_c = S_UDP_LEN;
						sum_state_c = TRUE;
						i_c = 1'h0;
					end
				end
			end
			S_UDP_LEN:
			begin
				if ( ~in_empty )
				begin
					in_re = 1'b1;
					i_c = i + 1'h1;
					if ( 2'h2 == i_c )
					begin
						udp_data_len_c = 32'( { 8'( bytebuf ), 8'( in_dout ) } );
					end
					if ( UDP_LENGTH_BYTES == i_c )
					begin
						state_c = S_UDP_SUM;
						sum_state_c = FALSE;
						i_c = 1'h0;
					end
				end
			end
			S_UDP_SUM:
			begin
				if ( ~in_empty )
				begin
					in_re = 1'b1;
					i_c = i + 1'h1;
					bytebuf_c = in_dout;
					if ( 1'h1 == i )
					begin
						ref_sum_c = 16'( { 8'( bytebuf ), 8'( in_dout ) } );
					end
					if ( UDP_CHECKSUM_BYTES == i_c )
					begin
						udp_data_len_c = 
							udp_data_len
							- (
								UDP_CHECKSUM_BYTES 
								+ UDP_LENGTH_BYTES 
								+ UDP_DST_PORT_BYTES 
								+ UDP_SRC_PORT_BYTES
							);
						state_c = S_UDP_DATA;
						sum_state_c = TRUE;
						i_c = 1'h0;
					end
				end
			end
			S_UDP_DATA:
			begin
				if ( ~in_empty )
				begin
					if ( ~out_full )
					begin
						out_in = in_out;
						out_we = 1'b1;
						in_re = 1'b1;
						i_c = i + 1'h1;
					end
					if ( i[0] )
					begin
					end
					if ( udp_data_len == i_c )
					begin
						if ( udp_data_len[0] )
						begin
							sum_c = sum + 16'( { 8'( in_dout ), 8'h0 } );
						end
						state_c = S_VERIFY_SUM;
						sum_state_c = FALSE;
						i_c = 1'h0;
					end
				end
			end
			S_VERIFY_SUM:
			begin
				if ( | sum[ 31:16 ] )
				begin
					sum_c = sum[ 15:0 ] + sum[ 31:16 ];
				end
				else
				begin
					sum_c = ~sum;
					sum_true_c = ( sum_c[15:0] == ref_sum );
					done_c = 1'b1;
					state_c = S_PCAP_DATA_HDR;
					sum_state_c = FALSE;
					i_c = 1'h0;
				end
			end
			default:
			begin
				state_c = S_PCAP_HDR;
				sum_c = 32'hx;
				ref_sum_c = 16'hx;
				sum_state_c = FALSE;
				i_c = 32'hx;
				bytebuf_c = 8'hx;
				udp_data_len_c = 32'hx;
				in_re = 1'b0;
				out_we = 1'b0;
				out_in = 10'hx;
				done_c = 1'b0;
				sum_true_c = 1'b0;
			end
		endcase
	end
endmodule: udpreader
==> run.sh <==
#!/bin/bash
# OpenROAD 26Q1-2900-gdf79404cd8, Yosys 0.63+post, stock flow scripts
make -C /OpenROAD-flow-scripts/flow DESIGN_CONFIG=/design/flow/config.mk WORK_HOME=/design/flow/orfs finish
==> config.mk <==
export PLATFORM = sky130hd
export DESIGN_NAME = udpreader
export DESIGN_NICKNAME = udpreader
export VERILOG_FILES = /design/flow/design.v
export SDC_FILE = /design/flow/constraint.sdc
export NUM_CORES = 4
export LEC_CHECK = 1
export CORE_UTILIZATION = 40
==> constraint.sdc <==
current_design udpreader

set clk_period 8.2
set clk_io_pct 0.2

create_clock -name clk0 -period $clk_period [get_ports {clock}]

set non_clock_inputs [all_inputs -no_clocks]
set_input_delay [expr $clk_period * $clk_io_pct] -clock clk0 $non_clock_inputs
set_output_delay [expr $clk_period * $clk_io_pct] -clock clk0 [all_outputs]
==> impl_metrics.json <==
{
  "post_synth_top_cells": "182 x sky130_fd_sc_hd__nand2_1, 152 x sky130_fd_sc_hd__nor2_1, 144 x sky130_fd_sc_hd__dfrtp_1, 118 x sky130_fd_sc_hd__xnor2_1, 117 x sky130_fd_sc_hd__o21ai_0",
  "cp_common_cell": "sky130_fd_sc_hd__nand3_1",
  "setup_viol_count_final": 0,
  "cts_made_buffers": 17,
  "worst_slack_ns": 2.18,
  "finalMaxSlewViolations": 0,
  "final_core_util": 0.443,
  "area.growth.synth_to_final_pct": 8.23,
  "setup-tns-final_ns": 0,
  "post_dp_cell_area_sq_um": 14800,
  "dpl_worst_slack_ns": 1.84,
  "initialDrtViolationCount": 1385,
  "arrival_ns": 6.36,
  "floorplan.die_area_sq_um": 36300,
  "yosysSeqAreaShare": 0.255,
  "timing.clock.skew_ns": 0.0159,
  "synth-area-yosys_sq_um": 14200,
  "distinct_lib_cells": 96,
  "route.final.wire_length_mm": 53.7,
  "status": "finished, final reports clean",
  "worst_path_clk_slew_ns": 0.07,
  "hold_viol": 0,
  "timing.rr.end": "i[28]$_DFFE_PP0P_",
  "synth_area_per_cell_sq_um": 7.77,
  "critical-path-slowest-cell": "sky130_fd_sc_hd__clkdlybuf4s50_1",
  "rsz0062_at_grt": "false",
  "cells_after_dpl": 2216,
  "grt.total_usage": 0.312,
  "initial_antenna_violation_count": 1,
  "first_global_vias": 13800,
  "tool_warnings": 28,
  "startpoint_types": "input port",
  "final_min_period_over_clock_period": 0.734,
  "worst-r2r-setup-slack_ns": 2.49,
  "synthTopCellsByArea": "sky130_fd_sc_hd__dfrtp_1 25%, sky130_fd_sc_hd__xnor2_1 7.3%, sky130_fd_sc_hd__nand2_1 4.8%, sky130_fd_sc_hd__xor2_1 4.2%, sky130_fd_sc_hd__o21ai_0 4.1%",
  "tritoncts": "done",
  "floorplan.io_pins": 28,
  "max_freq_mhz": 166,
  "crit_fanout": 8,
  "cts_root_buffer": "sky130_fd_sc_hd__clkbuf_16",
  "post-dp-hpwl_mm": 39.9,
  "routed_wire_length_per_instance_um": 23.9,
  "dr_total_vias": 14400,
  "cp_cell_sequence": "clkdlybuf4s50_1, ha_1, inv_1, fa_1, nor2b_1, o31a_1, o21ai_1, a21oi_1, o21ai_0, a211oi_1, nand3_1, nor4_2, nand3_1, xor2_1, a221o_1",
  "fin_cells": 2248,
  "grt_pass1_wl_mm": 83.9,
  "floorplan.die.width_um": 190,
  "hp-start": "done$_DFFE_PP0P_",
  "postRouteAntennaNets": 0,
  "whs_path_depth": 1,
  "grt_overflow_total": 0,
  "synth_cells": 1829,
  "largest_voltage_drop_on_the_vdd_net_mv": 0.164,
  "clock_tree.htree_level_count": 4,
  "finalCriticalPeriod_ns": 6.02,
  "top_cell": "sky130_fd_sc_hd__nand2_1",
  "drt_drc_violations_left": 0,
  "end_kind": "register",
  "synth_warnings": 1,
  "ys_ff": 145,
  "timing.max_cap.violations": 0,
  "post_cts_hold_buffer_count": 0,
  "place.gp.congestion": 0.999,
  "final_design_area_no_fill_sq_um": 15400,
  "fp.coreArea_sq_um": 34700,
  "post-synth-top-area-cell": "sky130_fd_sc_hd__dfrtp_1",
  "setup.worst_path.class": "input port to register",
  "min_delay_worst_endpoint": "done$_DFFE_PP0P_",
  "worstRegToRegCells": 11,
  "synth-async-reset-ratio": 1.00,
  "fill_cells": 3489,
  "worstMarginPinSlew_ns": 0.962,
  "placement.io_buffers": 27,
  "count_of_flip_flops_with_a_built_in_enable_after_synthesis": 0,
  "cts-root-to-sink-buffers": 2,
  "drive_gt1_frac": 0.0680,
  "cts-resized-gates": 0,
  "drt_pass_1_iters": 6,
  "num_antenna_cells": 0,
  "synth_area_sq_um": 14200,
  "clock_sinks": 145,
  "timing.slew.headroom": 0.350,
  "power.leakage_nw": 5.75,
  "commonest_register_cell_after_synthesis": "sky130_fd_sc_hd__dfrtp_1",
  "grt_start_max_net_pins": 59,
  "holdCritPathClass": "register to register",
  "placementRows": 68,
  "cts_setup_buffers": 0,
  "worst_r2r_startpoint": "i[9]$_DFFE_PP0P_",
  "cp_slowest_stage_delay_ns": 0.67,
  "synth.yosys.num_cells": 1829,
  "pwr_cell_area_nw_per_um2": 109,
  "dieHeight_um": 190,
  "clkLatencyLatePin_ns": 0.46,
  "top_cell_area_share": 0.254,
  "critical_path_required_ns": 8.54,
  "average_via_count_per_standard_cell": 6.39,
  "floorplanUtilization": 0.409
}
[routing by layer]
layer,vias to the layer above,GRT usage,share of wire
li1,6705,-,-
met2,701,0.426,0.41
met5,-,0,0
met4,0,0.0689,0.026
met1,6854,0.501,0.47
met3,102,0.0764,0.097
[worst max path at each step]
stage                     start                end
after CTS             in_out[0]  sum[31]$_DFF_PP0_
after global routing  in_out[0]  sum[31]$_DFF_PP0_
final                 in_out[0]  sum[31]$_DFF_PP0_
[registers in the layout, summed over array words and instances (netlist names), named ones only]
signal	count
sum_state	1
sum_true	1
ref_sum	16
state	22
sum	32
i	32
done	1
udp_data_len	32
[critical path, delay by kind of cell]
| kind | cells | cell delay [ns] |
|---|---|---|
| adders and majority gates | 2 | 0.69 |
| AOI/OAI and AO/OA | 6 | 1.99 |
| xor gates and xnor gates | 1 | 0.18 |
| and+or+nand+nor | 4 | 1.11 |
| buffers and inverters | 2 | 0.74 |
[power by group]
group	switching (mW)	internal [mW]	total, mW
Combinational	0.0861	0.0451	0.131
Clock	0.408	0.415	0.823
Sequential	0.00606	0.717	0.723
[layout make-up]
| class | count | area [sq um] | share of cell area |
|---|---|---|---|
| repair buffers | 58 | 503 | 0.0327 |
| multi-input cells | 1512 | 9900 | 0.643 |
| clock inverters | 15 | 180 | 0.0117 |
| clock buffers | 17 | 425 | 0.0277 |
| flip-flops and latches | 145 | 3630 | 0.236 |
| well taps | 455 | 569 | 0.0370 |
| inverters | 46 | 178 | 0.0116 |
[logic make-up after synthesis]
group / share of synthesized area
AND-OR/OR-AND: 0.243
XOR/XNOR: 0.115
adder cells (fa/ha/maj): 0.0447
buffers and inverters: 0.0490
flip-flops: 0.255
multiplexers: 0.0247
AND/OR/NAND/NOR: 0.268
[through the flow]
step / hold WS (ns) / power, mW
after floorplan: 0.436 / 0.813
after global placement: 0.471 / 0.866
after detailed placement: 0.489 / 0.866
after CTS: 0.501 / 1.69
after global routing: 0.517 / 1.72
final: 0.496 / 1.68
[cells in the final DEF, fill, tap and decap left out, types with 9 or more instances in the layout]
cell and instances:
sky130_fd_sc_hd__nand2_1 182, sky130_fd_sc_hd__nor2_1 152, sky130_fd_sc_hd__dfrtp_1 144, sky130_fd_sc_hd__xnor2_1 118, sky130_fd_sc_hd__o21ai_0 117, sky130_fd_sc_hd__a21oi_1 105, sky130_fd_sc_hd__nor3_1 70, sky130_fd_sc_hd__xor2_1 68
sky130_fd_sc_hd__nand3_1 61, sky130_fd_sc_hd__nor4_1 52, sky130_fd_sc_hd__ha_1 46, sky130_fd_sc_hd__inv_1 42, sky130_fd_sc_hd__nand4_1 36, sky130_fd_sc_hd__a21o_1 34, sky130_fd_sc_hd__or3_1 32, sky130_fd_sc_hd__buf_4 31
sky130_fd_sc_hd__clkdlybuf4s50_1 27, sky130_fd_sc_hd__and2_1 24, sky130_fd_sc_hd__o31ai_1 23, sky130_fd_sc_hd__and3_1 22, sky130_fd_sc_hd__o21a_1 21, sky130_fd_sc_hd__a211oi_1 19, sky130_fd_sc_hd__o22ai_1 19, sky130_fd_sc_hd__a31oi_1 18
sky130_fd_sc_hd__mux2_2 17, sky130_fd_sc_hd__clkbuf_16 17, sky130_fd_sc_hd__mux2i_1 16, sky130_fd_sc_hd__nor2b_1 14, sky130_fd_sc_hd__o221ai_1 14, sky130_fd_sc_hd__o211ai_1 14, sky130_fd_sc_hd__or2_2 12, sky130_fd_sc_hd__o2111ai_1 11
sky130_fd_sc_hd__or4_1 10, sky130_fd_sc_hd__nand2b_1 10, sky130_fd_sc_hd__a22oi_1 10, sky130_fd_sc_hd__and4_1 9, sky130_fd_sc_hd__a22o_1 9
Power and IR drop assume default switching activity.
