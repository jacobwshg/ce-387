## design/flow/config.mk

```make
export PLATFORM = sky130hd
export DESIGN_NAME = banked_bram
export DESIGN_NICKNAME = banked_bram
export VERILOG_FILES = /design/flow/design.v
export SDC_FILE = /design/flow/constraint.sdc
export NUM_CORES = 4
export LEC_CHECK = 1
export CORE_UTILIZATION = 50
```

## design/flow/constraint.sdc

```tcl
current_design banked_bram

set clk_period 8.6
set clk_io_pct 0.2

create_clock -name clk0 -period $clk_period [get_ports {clock}]

set non_clock_inputs [all_inputs -no_clocks]
set_input_delay [expr $clk_period * $clk_io_pct] -clock clk0 $non_clock_inputs
set_output_delay [expr $clk_period * $clk_io_pct] -clock clk0 [all_outputs]
```

## design/flow/design.v

```verilog
package globals_pkg;
	localparam int FRAME_WIDTH  = 720;
	localparam int FRAME_HEIGHT = 540;
	localparam int BYTE_WIDTH = 8;
	localparam int SAFE_BYTE_WIDTH = BYTE_WIDTH + 4;
	localparam int RGB_WIDTH = 3 * BYTE_WIDTH;
	localparam int BOX_DIM = 3;
	localparam int FIFO_DEPTH = 32;
	typedef logic [ BYTE_WIDTH-1:0 ] box_t [ 0:BOX_DIM-1 ] [ 0:BOX_DIM-1 ];
endpackage: globals_pkg
package complex_pkg;
	localparam int
		RE = 0,
		IM = 1;
endpackage: complex_pkg
package globals_pkg;
	localparam DWIDTH = 32;
	localparam int N = 32;
	localparam FIFO_DEPTH = 16;
	function automatic void printtime();
		$write( "\n@%0t\t", $time );
	endfunction
endpackage: globals_pkg
package globals_pkg;
	localparam int DWIDTH = 32;
	localparam int FRACWIDTH = 14;
	localparam int INPUT_SZ = 784;
	localparam int L0_SZ = 10;
	localparam int L1_SZ = 10;
endpackage: globals_pkg
package globals_pkg;
	localparam int DWIDTH = 32;
	localparam int FRAC_WIDTH = 10;
	localparam int Q_STEP = 1<<FRAC_WIDTH;
endpackage: globals_pkg
module banked_bram
#(
	parameter DATA_WIDTH      = 8,
	parameter BANK_ID_WIDTH   = 3,
	parameter BANK_CNT        = 2**BANK_ID_WIDTH,
	parameter BANK_ADDR_WIDTH = 3,
	parameter BANK_SIZE       = 2**BANK_ADDR_WIDTH
) 
(
	input  logic clock,
	input  logic we,
	input  logic [ DATA_WIDTH-1 : 0 ] din,
	input  logic [ BANK_ID_WIDTH-1 : 0 ] bank_w_id,
	input  logic [ BANK_ADDR_WIDTH-1 : 0 ] bank_w_addr,
	input  logic [ BANK_ADDR_WIDTH-1 : 0 ] bank_r_addr,
	output logic [ BANK_CNT-1 : 0 ] [ DATA_WIDTH-1 : 0 ] dout
);
	logic [BANK_CNT-1:0] [BANK_SIZE-1:0] [DATA_WIDTH-1:0] mem
	;
	always_ff @ ( posedge clock )
	begin
		for (int i = 0; i < BANK_CNT; i++)
		begin
			dout[i] <= mem[i][bank_r_addr];
			if (we && (i == bank_w_id))
			begin
				mem[i][bank_w_addr] <= din;
			end
		end
	end
endmodule
```

## design/flow/run.sh

```bash
#!/bin/bash
# OpenROAD 26Q1-2900-gdf79404cd8, Yosys 0.63+post, stock flow scripts
make -C /OpenROAD-flow-scripts/flow DESIGN_CONFIG=/design/flow/config.mk WORK_HOME=/design/flow/orfs finish
```

==> ds_physical_params.txt <==
Physical design parameters

Parameter                              Value

Outcome
  Run status    finished clean

Finish
  Share of layout cells above drive strength 1    16.16%
  Highest-count logic cell in the final layout    sky130_fd_sc_hd__dfxtp_1
  Area Overhead vs Synth    14.37%
  Cell area after layout    0.03158 sq mm
  Final core occ    58.22%
  Most common logic cells in the final layout    sky130_fd_sc_hd__dfxtp_1, sky130_fd_sc_hd__nand2_1, sky130_fd_sc_hd__nor2_1
  Fillers    4484

Setup path
  Setup crit end kind    flop
  Largest driver fanout on the critical path    54
  Crit-path most repeated cell    sky130_fd_sc_hd__buf_4
  Cell class contributing the biggest share of worst-path delay    simple AND/OR/NAND/NOR gates
  Combined buffer and inverter count along the critical path    4
  Kind of start point of the critical path    input pin
  WP data required    9.19 ns
  Type of the worst setup path    input pin to flop
  Standard cell with the maximum stage delay on the critical path    sky130_fd_sc_hd__nand3_1
  Delay of the slowest critical-path stage    0.89 ns
  CP Cell Sequence    clkdlybuf4s50_1 -> buf_4 -> inv_1 -> ha_1 -> ha_2 -> buf_4 -> nor2b_1 -> nand3_1 -> nor2_1 -> a222oi_1 -> a21oi_1
  Crit path DAT    6.68 ns

Yosys
  YS chip area    0.02761 sq mm
  Yosys cell count    2988
  Cell variety after synth    70
  Post-synthesis instance total    2988
  Cell area after synthesis    0.02761 sq mm
  Number of warning messages in the yosys log    1
  Post-synth seq share    42.05%
  Count of library flops with an enable pin    8
  Leading register cell type out of synthesis    sky130_fd_sc_hd__dfxtp_1
  Async set-or-reset flop fraction in the synthesized netlist    0%
  Synth Register Bits    576
  Post-Synthesis Mean Instance Area    9.241 sq um

Place
  PortBufs    82
  Post-Place Setup Slack    2.360 ns
  HPWL after detailed placement    109500 um
  Final GP Congestion    1.206
  Placed Instance Area    0.02950 sq mm

Drt
  Number of vias per cell after detailed routing    7.856
  DR WL/cell    42.23 um
  Remaining number of nets flagged by the antenna check after routing    0
  DRC violations left    0
  1st-pass router iterations    10
  Via count    29797
  Starting DRC count in detailed routing    4546
  Total Wirelength    160200 um

CTS
  Number of clock buffers inserted by TritonCTS    59
  TritonCTS clock tree    done
  Worst-case clock buffer depth    3
  Total clock sinks    576
  Maximum level of the CTS H-tree    2
  Clock transition at path regs    0.07 ns
  Total of hold buffers inserted after clock tree synthesis    0
  Clock root buffer    sky130_fd_sc_hd__clkbuf_16
  Insertion delay at the late pin of the worst-skew pair    0.67 ns
  Number of buffers added for setup after CTS    0
  Cts repair resizes    0

Final timing
  Post-layout period usage of the worst path    70.79%
  Maximum clock skew at final layout    0.01771 ns
  Slew @ Worst Pin    1.382 ns
  Setup slack after layout    2.512 ns
  Count of endpoints failing setup in the final report    0
  Headroom to the max-slew limit    7.521%
  Setup tns final    0 ns
  Time the final worst path needs with I/O delays and setup    6.088 ns
  RSZ-0062 raised after global routing    no
  Upper clock frequency limit    0.1643 GHz
  Final tally of max-slew violations    0
  Final hold viol count    0

Floorplanning
  Fp_density    50.91%
  DIE HEIGHT    237.0 um
  # rows    85
  Core Region    0.05424 sq mm
  Die Wd    237.0 um
  Full die area    0.05617 sq mm
  Io pins    83

Global route
  Largest net degree at the start of global routing    59
  Number of global-route vias before repair    28254
  Overflow after GRT    0
  Initial antenna violation count    17
  All-Layer GR Usage    59.75%
  Global-route wire length before repair    221000 um

Power
  Switching power share of the total    30.05%
  Fraction of power consumed by the clock network    35.4%
  Total power divided by cell area    245.8 mW/mm^2
  Combinational share of power    19.2%
  Switching power of the nets    2.333 mW
  Flop pwr share    45.4%
  Internal Dissipation    5.429 mW
  Peak ir drop on the vdd network    0.0002102 V
  LEAKAGE    11.44 nW

Flow run
  Number of max-cap violations    0
  Count of tool warnings    31

Hold path
  Worst min-delay path category    flop to flop
==> layer usage <==
metal,global-route usage (%),wire [um],up-vias
met5,18.35,1389,-
met4,43.98,16310,36
met3,45.38,31760,952
met2,72.49,58790,3086
met1,69.33,51940,14115
li1,-,-,11608
==> final timing paths <==
kind,from,to,slack [ns],cells after the start
worst max-delay path,bank_w_addr[0],mem[410],2.51,11
worst min-delay path,mem[151],mem[151],0.47,2
worst max register to register,mem[86],dout[14],7.10,2
worst min register to register,mem[151],mem[151],0.47,2
==> cell usage after synthesis (all sizes together), types with 3 or more instances <==
cell	number	area share [%]
clkbuf	180	2.4
nand4	17	0.39
o2bb2ai	17	0.54
nand2b	17	0.39
mux2	64	2.6
nor3	27	0.56
o32ai	3	0.095
a32oi	13	0.41
nor2b	16	0.36
nor2	261	3.6
nor3b	3	0.10
a31oi	15	0.34
inv	46	0.63
a21boi	36	0.98
nand2	331	4.5
a221o	33	1.2
o221ai	84	2.7
or3	4	0.091
a22o	56	1.8
o32a	4	0.15
o21ai	213	3.9
mux4	128	10
a22oi	181	4.9
nand4b	3	0.095
o22ai	155	3.5
ha	9	0.41
a2bb2oi	4	0.13
nand3	65	1.2
nor4	6	0.34
and2	12	0.27
and3	3	0.068
a221oi	8	0.25
edfxtp	8	0.87
a21o	6	0.16
buf	82	1.4
dfxtp	568	41
or2	5	0.11
a222oi	52	1.9
a21oi	225	4.1
or3b	3	0.095
==> cells by family after synthesis <==
kind of cell | after synthesis | share of synthesized area [%]
AND/OR/NAND/NOR | 791 | 12.77
buffers and inverters | 308 | 4.509
adder cells (fa/ha/maj) | 9 | 0.4078
AND-OR/OR-AND | 1112 | 27.22
flip-flops | 576 | 42.05
multiplexers | 192 | 13.05
==> power by group through the flow <==
stage / clock network [mW] / logic, mW / registers (mW)
6_report: 2.75 / 1.49 / 3.52
4_1_cts: 2.72 / 1.42 / 3.49
5_1_grt: 2.82 / 1.56 / 3.54
==> registers in the layout (all words and copies together) (netlist names), named ones only <==
name	flops
dout	64
mem	504
==> through the flow <==
| stage | hold WS, ns | instances | power, mW |
|---|---|---|---|
| 2_1_floorplan | 0.4265 | 2988 | 4.254 |
| 3_3_place_gp | 0.4437 | 3664 | 4.917 |
| 3_5_place_dp | 0.4454 | 3664 | 4.937 |
| 4_1_cts | 0.4640 | 3772 | 7.621 |
| 5_1_grt | 0.4836 | 3776 | 7.918 |
| 6_report | 0.4682 | 3793 | 7.761 |
==> final cells by class <==
cell class | count | area (sq um) | area share, %
inverters | 46 | 172.7 | 0.5468
well taps | 696 | 870.8 | 2.758
clock inverters | 30 | 335.3 | 1.062
diodes | 21 | 52.55 | 0.1664
flip-flops and latches | 576 | 11610 | 36.77
multi-input cells | 2104 | 14820 | 46.94
repair buffers | 242 | 2024 | 6.411
clock buffers | 78 | 1690 | 5.353
==> tightest hold or removal path: stages, from the launching register on <==
cell and delay, ns:
sky130_fd_sc_hd__dfxtp_1 0.32, sky130_fd_sc_hd__nand2_1 0.05, sky130_fd_sc_hd__o221ai_1 0.06
No activity file was given, so power comes from the tool's default toggle rates.
